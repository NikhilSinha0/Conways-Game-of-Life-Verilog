==> design.v <==
module hvsync_generator(clk, reset,vga_h_sync, vga_v_sync, inDisplayArea, CounterX, CounterY, x, y);
input clk;
input reset;
output vga_h_sync, vga_v_sync;
output inDisplayArea;
output [9:0] CounterX;
output [9:0] CounterY;
output [5:0] x;
output [5:0] y;
reg [9:0] CounterX;
reg [9:0] CounterY;
reg [5:0] x;
reg [5:0] y;
reg vga_HS, vga_VS;
reg inDisplayArea;
always @(posedge clk)
begin
   if(reset) begin
      CounterX <= 0;
		x <= 0;
		end
   else if(CounterX==10'h320) begin
	   CounterX <= 0;
		x <= 0;
		end
   else begin
	   CounterX <= CounterX +1;
		if (CounterX[3:0] == 4'b0000)
			x <= x + 1;
		end
end
always @(posedge clk)
begin
   if(reset) begin
      CounterY<=0; 
		y <= 0;
		end
   else if(CounterY==10'h209) begin    
      CounterY<=0;
		y <= 0;
		end
   else if(CounterX==10'h320) begin    
      CounterY <= CounterY + 1;
		if (CounterY[3:0] == 4'b0000)
			y <= y + 1;
		end
end
always @(posedge clk)
begin
	vga_HS <= (CounterX>655 && CounterX<752); 	 
	vga_VS <= (CounterY==490 ||CounterY==491); 	 
end 
always @(posedge clk)
   if(reset)
      inDisplayArea<=0;
   else
	   inDisplayArea <= (CounterX<640) && (CounterY<480);
assign vga_h_sync = ~vga_HS;
assign vga_v_sync = ~vga_VS;
endmodule
==> run.sh <==
#!/bin/bash
# OpenROAD 26Q1-2900-gdf79404cd8, Yosys 0.63+post, stock flow scripts
make -C /OpenROAD-flow-scripts/flow DESIGN_CONFIG=/design/flow/config.mk WORK_HOME=/design/flow/orfs finish
==> config.mk <==
export PLATFORM = sky130hd
export DESIGN_NAME = hvsync_generator
export DESIGN_NICKNAME = hvsync_generator
export VERILOG_FILES = /design/flow/design.v
export SDC_FILE = /design/flow/constraint.sdc
export NUM_CORES = 4
export LEC_CHECK = 1
export CORE_AREA = 10 10 110 110
export DIE_AREA = 0 0 120 120
==> constraint.sdc <==
current_design hvsync_generator

set clk_period 4.4
set clk_io_pct 0.2

create_clock -name clk0 -period $clk_period [get_ports {clk}]

set non_clock_inputs [all_inputs -no_clocks]
set_input_delay [expr $clk_period * $clk_io_pct] -clock clk0 $non_clock_inputs
set_output_delay [expr $clk_period * $clk_io_pct] -clock clk0 [all_outputs]
==> impl_metrics.ini <==
; implementation run metrics
[cts]
clk_pin_slew_ns = 0.07
cts_buffers = 5
clock.latency.late_pin_ns = 0.29
cts_setup_buffers = 0
cts_tree = done
cts_resized = 0
root_buffer = clkbuf_8
ctsHoldBuffers = 0
numClockSinks = 35
htreeDepth = 2
cts.path.max_buffers = 2

[cells_and_area]
finalNonFillerCells = 349
syn_to_final_growth_pct = 41.4
drive_above_1_share_pct = 6.94
fillers = 1038

[worst_setup_path]
cp_slowest_cell = nor3b_2
required_ns = 4.62
start_kind = register
r2r_slack_ns = 2.00
slowest_delay_ns = 0.67
path_cells = inv_1 > ha_1 > nor3b_2 > nand3_2 > or4_1 > a21oi_1
path_class = reg2reg
path_max_fanout = 13
crit_path_end_kind = register
critPathArrivalTime_ns = 2.62

[die]
chip_area_um2 = 14400
io_pins = 37
rows = 36
die_h_um = 120
coreArea_um2 = 9770
fp.dieW_um = 120
fp_util_pct = 16.3

[logic_synthesis]
yosys_cells = 174
syn-cell-area_um2 = 1590
synth_area_per_cell_um2 = 9.15
syn_inst = 174
ys_warn_count = 1
synth_cell_types = 29
ys_area_um2 = 1590
yosysSeqAreaShare_pct = 44.0
ys_ff = 35

[final_timing]
clock.fmax_mhz = 417
clock_skew_ns = 0.00849
setup_viol = 0
setup_slack_ns = 2.00
fin_crit_ns = 2.40
slew_viol_final = 0
hold_violations = 0
timing.setup.tns_ns = 0
finalClockPeriodUsage_pct = 54.5
worst_pin_slew_ns = 0.821
timing.slew.headroom_pct = 45.0
rsz0062_at_grt = false

[pwr]
p_leak_nw = 0.795
powerDensity_nw_per_um2 = 318
ir_drop_uv = 179

[place]
pre_cts_ws_ns = 2.04
dp.final_hpwl_mm = 3.14
routabilityCongestion = 0.807
dp_cells = 341
port_buffers = 36

[global_routing]
grt_first_pass_wirelength_mm = 6.82
grt_max_degree = 15
grt_overflow_total = 0
first_global_vias = 1307
grt.total_usage_pct = 5.64
antenna_found_initial = 0

[route]
drtIter0Drc = 74
drtPass1Iterations = 4
vias_per_cell = 3.86
drc_errors = 0
wl_per_cell_um = 11.8
postRouteAntennaNets = 0
antenna_cells = 0
routed_wirelength_mm = 4.12
vias = 1347

[job]
cap_violations = 0
tool_warnings = 29

[run_status]
outcome = finished clean

[worst_hold_path]
hp-class = reg2reg
==> path summary, 6_finish.rpt <==
| check | startpoint | endpoint | cells after the start |
|---|---|---|---|
| max reg2reg | CounterX[0] | y[5] | 6 |
| min reg2reg | CounterX[0] | CounterX[0] | 1 |
| min | CounterX[0] | CounterX[0] | 1 |
| max | CounterX[0] | y[5] | 6 |
==> kinds of logic (layout without fill, tap and decap cells) <==
family	Yosys count	after routing	share of synthesized area, %
flip-flops	35	35	44.0
XOR/XNOR	20	20	11.0
buffers and inverters	12	54	2.83
AND-OR/OR-AND	16	16	5.50
adder cells (fa/ha/maj)	8	8	6.29
AND/OR/NAND/NOR	80	80	28.5
multiplexers	3	3	1.89
==> sequential cells by signal (all words and copies together) (netlist names) <==
register and cells:
CounterX 10, CounterY 10, inDisplayArea 1, vga_HS 1, vga_VS 1, x 6
y 6
==> report_power, final <==
part	leakage [nW]	switching, W	internal, W
sequential	0.283	0.00000736	0.000323
combinational	0.447	0.0000181	0.0000218
clock	0.0644	0.000118	0.000226
==> layer usage <==
layer / vias to the layer above / wire [µm] / track usage, % / share of wire (%)
met2: 31 / 1850 / 8.87 / 45
met3: 4 / 301 / 2.00 / 7.3
li1: 693 / - / - / -
met5: - / 0 / 0 / 0
met4: 0 / 51 / 0.830 / 1.2
met1: 619 / 1910 / 7.49 / 46
==> metrics by stage <==
| step | utilization, % | hold slack, ns | total power (W) | area [µm²] |
|---|---|---|---|---|
| after floorplan | - | 0.437 | 0.000358 | 1590 |
| after global placement | 21.6 | 0.462 | 0.000378 | 2110 |
| after detailed placement | 21.6 | 0.481 | 0.000379 | 2110 |
| after CTS | 23.0 | 0.498 | 0.000725 | 2250 |
| after global routing | 23.0 | 0.538 | 0.000745 | 2250 |
| final | 23.0 | 0.496 | 0.000715 | 2250 |
==> cells in the mapped netlist <==
library cell / number / area [µm²]
o21ai_0: 5 / 25.0
nor2_1: 26 / 97.6
o21ai_1: 1 / 5.00
and2_2: 1 / 7.51
nand3_1: 8 / 40.0
nand4_1: 10 / 62.6
xor2_1: 15 / 131
xnor2_1: 5 / 43.8
nor3_1: 1 / 5.00
clkbuf_1: 3 / 11.3
inv_1: 9 / 33.8
dfxtp_1: 35 / 701
or3_1: 4 / 25.0
or4_1: 3 / 22.5
and4_1: 3 / 26.3
mux2i_1: 3 / 30.0
ha_1: 8 / 100
nand2_1: 8 / 30.0
nor4bb_1: 1 / 10.0
and3_2: 1 / 7.51
nor4_1: 3 / 18.8
and3_1: 6 / 37.5
nor4b_4: 1 / 23.8
o31ai_1: 3 / 22.5
a21oi_1: 7 / 35.0
or3b_2: 1 / 8.76
nor3b_1: 1 / 7.51
nand3_2: 1 / 10.0
nor3b_2: 1 / 12.5
==> layout make-up <==
cell class,count,area (µm²),area share (%)
sequential,35,701,31.1
multi-input combinational,127,846,37.6
clock buffer,5,68.8,3.06
inverter,9,33.8,1.50
timing repair buffer,37,368,16.3
tap,133,166,7.39
clock inverter,3,67.6,3.00
==> cell usage in the layout (no fill, tap or decap), types with 2 or more instances in the layout <==
cell type / n
a21oi_1: 7
and3_1: 6
and4_1: 3
bufinv_16: 2
clkbuf_8: 5
clkdlybuf4s50_1: 36
dfxtp_1: 35
ha_1: 8
inv_1: 9
mux2i_1: 3
nand2_1: 8
nand3_1: 8
nand4_1: 10
nor2_1: 26
nor4_1: 3
o21ai_0: 5
o31ai_1: 3
or3_1: 4
or4_1: 3
xnor2_1: 5
xor2_1: 15
==> worst max-delay path: cells and delay by family (launching register included) <==
family | cells | cell delay (ns)
simple gates | 3 | 1.64
flops | 1 | 0.36
compound gates | 1 | 0.14
fa+ha+maj | 1 | 0.13
buf+inv | 1 | 0.07
Power figures rest on the tool's default switching activity, not on a simulated workload.
