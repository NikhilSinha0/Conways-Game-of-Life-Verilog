**design.v**
```verilog
`timescale 1ns / 1ps
module ConwayInput(
    input A,
    input B,
    input C,
    input D,
    input E,
    input F,
    input G,
    input H,
	 input Self,
    output Q
    );
wire top4, top2, top1, bot4, bot2, bot1, Mux;
assign top4 = A&B&C&D;
assign bot4 = E&F&G&H;
assign top2 = A? (B? ~(C|D) : (C^D)) : (B? (C^D) : (C&D));
assign bot2 = E? (F? ~(G|H) : (G^H)) : (F? (G^H) : (G&H));
assign top1 = A^B^C^D;
assign bot1 = E^F^G^H;
assign Mux = top1? (bot1? (~(top2|bot2)&Self) : (top2^bot2)) : (bot1? (top2^bot2) : ((top2^bot2)&Self));
assign Q = Mux & ~top4 &~bot4;
endmodule
```
**run.sh**
```bash
#!/bin/bash
# OpenROAD 26Q1-2900-gdf79404cd8, Yosys 0.63+post, stock flow scripts
make -C /OpenROAD-flow-scripts/flow DESIGN_CONFIG=/design/flow/config.mk WORK_HOME=/design/flow/orfs finish
```
**config.mk**
```make
export PLATFORM = sky130hd
export DESIGN_NAME = ConwayInput
export DESIGN_NICKNAME = ConwayInput
export VERILOG_FILES = /design/flow/design.v
export SDC_FILE = /design/flow/constraint.sdc
export NUM_CORES = 4
export LEC_CHECK = 1
export CORE_AREA = 10 10 70 70
export DIE_AREA = 0 0 80 80
```
**constraint.sdc**
```tcl
current_design ConwayInput

set clk_period 1.7
set clk_io_pct 0.2

create_clock -name clk0 -period $clk_period

set non_clock_inputs [all_inputs -no_clocks]
set_input_delay [expr $clk_period * $clk_io_pct] -clock clk0 $non_clock_inputs
set_output_delay [expr $clk_period * $clk_io_pct] -clock clk0 [all_outputs]
```
==> out/qor.txt <==
Cell Rows: 21
status: finished with violations
Cell Type Count: 14
Leak Pwr: 0.0002575 uW
CP arrival: 1830 ps
Post-Synthesis Cells: 28
FP Util: 7.473%
# fillers: 394
M1 WL: 463 um
Yosys top cell by area: ha_1
num sequential: 0
largest net degree at the start of global routing: 5
count of final setup violators: 1
Placer Congestion: 0.6925
layout cell share with drive strength beyond 1: 70.83%
pwr/cell area: 331.9 mW/mm^2
Critical Path End Type: output port
XORs/XNORs by Area: 27.94%
Slew headroom: 85.35%
vias in the first global route: 301
number of OpenROAD warnings: 37
GRT Total Usage: 2.728%
Core Region: 0.003416 sq mm
Ys Warns: 0
placed insts: 91
Port Buffer Count: 10
setup ws final: -468.3 ps
FF/Latch Area: 0 sq um
Die Ht: 80 um
Final Util: 17.14%
met3 wire len: 53 um
DP HPWL: 636.1 um
drt wl/cell: 8.936 um
die area: 0.006400 sq mm
Max Fclk: 461.2 MHz
WL final: 840 um
Setup CP Type: input port to output port
worst-path maximum fanout: 3
initial antenna violation count: 0
Synth top cell by count: ha_1
vias per cell: 3.074
Area leader share: 34.31%
Die Wd: 80 um
MaxCap Viol Count: 0
hold slack: 1077 ps
Iteration-0 DRC Markers: 1
CP Data Required Time: 1360 ps
endpoints failing hold: 0
Post-Synth AOI/OAI Area: 14.71%
DR top layer: met3
area reported by Yosys stat: 255.2 sq um
Synth mux share: 0%
Area Growth Syn to Fin: 129.4%
fin crit share: 127.5%
Post-synth area hogs: ha_1 (34%), xnor3_1 (18%), inv_1 (7.4%)
ANT nets after route: 0
met2 wire len: 324 um
gr ovfl total: 0
Syn Area/Cell: 9.116 sq um
Inserted Diodes: 0
# IOs: 10
Pins Over Slew Limit: 0
startpoint types: input port
Worst Tran Pin Value: 219.8 ps
yosys simple share: 15.69%
layout clock buffer count: 0
logic area: 317.8 sq um
global-route wire length before repair: 1497 um
Post-synth top cells: ha_1 (7), inv_1 (5)
DR vias: 289
DRT Pass-1 Iters: 2
violated checks: negative setup slack
register area share after synthesis: 0%
Worst Hold Class: input port to output port
Final min period: 2168 ps
Adder Share, Synth: 34.31%
Top logic family: adder cells
# Cells Yosys: 28
Max rail drop VDD: 0.0001309 V
Mapped Area: 255.2 sq um
Final Non-Filler Cells: 94
DRC violations left: 0
RSZ-0062 raised after global routing: yes
==> final cells by class <==
cell class,count,area share [%]
Inverter,5,6.624
Multi-Input combinational cell,23,54.27
Tap cell,46,9.829
Timing Repair Buffer,20,29.27
==> repair_timing <==
action,CTS,global route
buffers inserted,2,1
cloned,0,0
hold buffers,0,0
setup endpoints to repair,1,1
pin swaps,11,5
resized,46,19
==> worst max-delay path, cell delays in order <==
cell and delay (ps):
buf_8 110, inv_4 50, ha_4 110, inv_2 30
a31oi_1 160, o21ai_1 110, ha_1 320, and2_4 150
a221oi_2 250, a311oi_2 80, buf_2 130
==> per-stage QoR <==
stage               setup TNS (ps)  power, uW  area, sq um  worst slack, ps
floorplan                   -138.6      81.11        285.3           -138.6
global placement             -1303      159.4        495.5            -1303
detailed placement           -1303      166.0        495.5            -1303
CTS                         -472.1      171.3        519.2           -472.1
global route                -572.5      215.7        585.6           -572.5
finish                      -468.3      194.4        585.6           -468.3
==> cell usage in the layout (no fill, tap or decap) <==
cell and n:
a221oi_2 2, a311oi_2 1, a31oi_1 1, and2_4 1, and3_1 1, and3_4 1
and4bb_1 1, buf_12 1, buf_2 5, buf_4 10, buf_6 1, buf_8 2
clkdlybuf4s50_1 1, clkinv_8 1, ha_1 3, ha_4 4, inv_2 1, inv_4 3
nor2_1 1, nor3_2 1, o21ai_1 1, xnor2_1 1, xnor3_1 2, xor2_1 2
==> routing by layer <==
metal | track usage, % | vias to the layer above
li1 | - | 145
met2 | 4.173 | 10
met4 | 0 | 0
met5 | 0 | -
met1 | 4.037 | 134
met3 | 0.5682 | 0
==> final timing paths <==
| kind | depth (start not counted) | endpoint | start |
|---|---|---|---|
| max | 11 | Q | G |
| min | 4 | Q | G |
==> logic make-up after synthesis <==
kind of cell	after synthesis
buf+inv	5
fa+ha+maj	7
compound gates	5
xor+xnor	5
simple gates	6
==> power breakdown <==
part	internal [uW]	total, uW	switching (uW)
combinational	120	194	74.7
clock	0	0	0
sequential	0	0	0
total	120	194	74.7
Power and IR drop assume default switching activity.
